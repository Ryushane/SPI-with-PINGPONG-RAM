$ cat /design/flow/run.sh
#!/bin/bash
# OpenROAD 26Q1-2900-gdf79404cd8, Yosys 0.63+post, stock flow scripts
make -C /OpenROAD-flow-scripts/flow DESIGN_CONFIG=/design/flow/config.mk WORK_HOME=/design/flow/orfs finish
$ cat /design/flow/config.mk
export PLATFORM = sky130hd
export DESIGN_NAME = DEBOUNCE
export DESIGN_NICKNAME = DEBOUNCE
export VERILOG_FILES = /design/flow/design.v
export SDC_FILE = /design/flow/constraint.sdc
export NUM_CORES = 4
export LEC_CHECK = 1
export CORE_AREA = 10 10 70 70
export DIE_AREA = 0 0 80 80
$ cat /design/flow/constraint.sdc
current_design DEBOUNCE

set clk_period 1.4
set clk_io_pct 0.2

create_clock -name clk0 -period $clk_period [get_ports {clk}]

set non_clock_inputs [all_inputs -no_clocks]
set_input_delay [expr $clk_period * $clk_io_pct] -clock clk0 $non_clock_inputs
set_output_delay [expr $clk_period * $clk_io_pct] -clock clk0 [all_outputs]
$ cat /design/flow/design.v
module DEBOUNCE#(
    parameter   LENGTH = 8
    )
(
    input clk, 
    input rst, 
    input sig, 
    output debounce_sig
    );
    reg[LENGTH-1:0] shift_reg=21;
    reg debounce_sig_r0=1'b0;
    assign debounce_sig=debounce_sig_r0;
    always@(posedge clk) begin
        if(rst) begin
            shift_reg <= 21;
            debounce_sig_r0=1'b0;
        end else begin
            shift_reg <= {shift_reg[LENGTH-2:0], sig};
            if(debounce_sig_r0==1'b0)begin
                if(shift_reg=={LENGTH{1'b1}})begin
                    debounce_sig_r0<=1'b1;
                end
            end else begin
                if(shift_reg=={LENGTH{1'b0}})begin
                    debounce_sig_r0<=1'b0;
                end
            end
        end
    end
endmodule
==> results.py <==
# Physical implementation metrics
metrics = {
    "clocking": {
        "clock_tree.root_cell": "sky130_fd_sc_hd__clkbuf_4",
        "numCtsBuffers": 3,
        "postCtsSetupRepairBufs": 0,
        "clkLatencyLatePin_ns": 0.25,
        "cts_resized": 1,
        "clk_pin_slew_worst_paths_ns": 0.06,
        "cts_tree": "yes",
        "htreeDepth": 1,
        "clockBufferDepth": 2,
        "hold_buffer_count_at_cts": 0,
        "clock_sink_count": 9,
    },
    "worst_setup_path": {
        "cpLargestDelayFamily": "buffers and inverters",
        "r2r_start": "shift_reg[3]$_SDFF_PP0_",
        "critPathMaxFanout": 3,
        "rr_worst_depth": 3,
        "timing.reg2reg.setup_slack_ns": 0.39,
        "cp_slowest_cell": "sky130_fd_sc_hd__clkdlybuf4s50_1",
        "worst_path_largest_cell_delay_ns": 0.47,
        "worstPathCellList": "clkdlybuf4s50_1",
        "timing.critical_path.arrival_ns": 1.06,
        "critPathRequiredTime_ns": 1.12,
        "timing.critical_path.from_type": "register",
        "startpoint": "debounce_sig_r0$_SDFF_PP0_",
        "worst_setup_path_end_kind": "output port",
        "cp_num_buf_inv": 1,
        "crit_type": "register to output port",
        "cp_num_cells": 1,
    },
    "floorplanning": {
        "design.portCount": 4,
        "number_of_core_rows": 21,
        "die_width_um": 80,
        "floorplan_core_density_pct": 8.315,
        "die-area_um2": 6400,
        "y_dimension_of_the_die_um": 80,
        "coreArea_um2": 3416,
    },
    "synth": {
        "yosysUniqueCellTypes": 10,
        "synth_area_per_cell_um2": 11.83,
        "yosys.stat.seqShare_pct": 63.44,
        "synth.yosys.chip_area_um2": 284.0,
        "post-synth-top-area-cell": "sky130_fd_sc_hd__dfxtp_1",
        "netlist.area_leader.share_pct": 63.44,
        "synth.yosys.warnings": 1,
        "post_syn_instances": 24,
        "synth_flop_count": 9,
        "yosys_cells": 24,
        "netlist_top_cells_area": "sky130_fd_sc_hd__dfxtp_1 (63%), sky130_fd_sc_hd__and2b_1 (11%), sky130_fd_sc_hd__or2_2 (6.6%)",
        "synth_area_um2": 284.0,
    },
    "pwr": {
        "maximum_vdd_drop_uv": 171.2,
        "power.net_switching_uw": 98.68,
        "clock_power_share_pct": 38.5,
        "combinationalPowerShare_pct": 5.0,
        "internal_power_uw": 397.1,
        "netSwitchingFraction_pct": 19.90,
        "leakage_uw": 0.0001488,
        "power_density_nw_per_um2": 1219,
        "p_seq_share_pct": 56.4,
        "totalPowerFinal_uw": 495.8,
    },
    "drt": {
        "wl_per_cell_um": 6.474,
        "num_vias": 192,
        "detail_route.antenna_diodes": 0,
        "antenna_violating_nets_post_route": 0,
        "drc": 0,
        "finalWirelength_um": 505,
        "detail_route.vias_per_cell": 2.462,
        "dr.first_iter.drc_count": 0,
        "drt_pass1_iterations": 1,
    },
    "final_timing": {
        "finalMaxSlewViolations": 0,
        "timing.final.ws_setup_ns": 0.05664,
        "maxSlewHeadroom_pct": 82.10,
        "final.min_clock_period_ns": 1.343,
        "finClkSkew_ns": 0.001330,
        "grt_setup_unrepaired": "no",
        "fin_hold_ws_ns": 0.4806,
        "timing.final.hold_violations": 0,
        "timing_worst_slew_pin_value_ns": 0.2660,
        "setup_tns_after_final_layout_ns": 0,
        "finalSetupViolCount": 0,
        "min_period_over_period_pct": 95.95,
        "fmax_mhz": 744.4,
    },
    "grt": {
        "first_global_vias": 181,
        "grt_start_max_net_pins": 8,
        "globalRouteOverflowTotal": 0,
        "grt_antenna_before_repair": 0,
        "grt_pass1_wl_um": 821,
        "global_route.usage.total_pct": 1.559,
    },
    "run": {
        "warnings": 25,
        "cap_violations": 0,
    },
    "cells_and_area": {
        "ratio_of_cells_with_drive_above_1_in_the_final_layout_pct": 28.13,
        "top_layout_cells": "sky130_fd_sc_hd__dfxtp_1 (8), sky130_fd_sc_hd__and2b_1 (4), sky130_fd_sc_hd__or2_2 (3), sky130_fd_sc_hd__clkbuf_4 (3), sky130_fd_sc_hd__clkdlybuf4s50_1 (3)",
        "largest_register_ff_count": 8,
        "area_growth_syn_to_layout_pct": 43.17,
        "most_common_cell_after_layout_fill_and_taps_aside": "sky130_fd_sc_hd__dfxtp_1",
    },
    "hold_path": {
        "holdPathStages": 1,
        "hold_start": "shift_reg[6]$_SDFF_PP0_",
        "hold_class": "register to register",
    },
    "place": {
        "place_ws_ns": 0.05076,
        "place_hpwl_um": 397.3,
        "placement.io_buffers": 3,
        "final_weighted_congestion_of_routability_driven_global_placement": 0.7554,
    },
    "run_status": {
        "outcome": "completed",
    },
}
[power by group through the flow]
stage                 Sequential, µW  Combinational [µW]  Clock (µW)
after CTS                        280                25.4         200
after global routing             282                27.6         210
final                            280                24.8         191
[logic make-up (layout without fill, tap and decap cells)]
| kind of cell | after synthesis | count (layout) | share of synthesized area (%) |
|---|---|---|---|
| buf+inv | 0 | 8 | 0 |
| compound gates | 1 | 1 | 3.084 |
| simple gates | 14 | 14 | 33.48 |
| flops | 9 | 9 | 63.44 |
[Yosys cell counts]
library cell               number
sky130_fd_sc_hd__nor2b_2        1
sky130_fd_sc_hd__or2_2          3
sky130_fd_sc_hd__nor4_1         2
sky130_fd_sc_hd__and2b_1        4
sky130_fd_sc_hd__and4_1         1
sky130_fd_sc_hd__a221oi_1       1
sky130_fd_sc_hd__nand4_1        1
sky130_fd_sc_hd__nor2_1         1
sky130_fd_sc_hd__nand2b_1       1
sky130_fd_sc_hd__dfxtp_1        9
[metal layers]
layer  track usage (%)  share of wire, %
met1             2.088                50
met2             1.926                42
met3            0.6818               4.2
met4             1.056               4.0
met5                 0                 0
[final cells by class]
cell class,count,area [µm²]
fillers,404,3009
well taps,46,57.56
repair buffers,4,37.54
flip-flops and latches,9,181.4
multi-input cells,15,103.9
clock buffers,4,26.28
[worst paths after layout]
check / endpoint
worst min register to register: shift_reg[7]$_SDFF_PP0_
worst min-delay path: shift_reg[7]$_SDFF_PP0_
worst max-delay path: debounce_sig
worst max register to register: debounce_sig_r0$_SDFF_PP0_
[metrics by stage]
step	instance area (µm²)	utilization, %	instances
3_5_place_dp	379.1	11.10	74
6_report	406.6	11.90	78
3_3_place_gp	379.1	11.10	74
2_1_floorplan	284.0	-	24
5_1_grt	406.6	11.90	78
4_1_cts	406.6	11.90	78
Power is estimated from default activity; no workload was simulated.
