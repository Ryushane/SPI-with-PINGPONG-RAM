File: ./design.v
module DSP_module(
    input wire clk,
    input wire rst_n,
    input wire[7:0] datain,
    output wire[7:0]dataout,
    input readyb0,
    input readya1,
    output reg[6:0] addrb0,
    output reg[6:0] addra1,
    output reg finishb0,
    output reg finisha1,
    output wire wea
);
    parameter DATADEPTH = 128;
    assign dataout = datain + 1;
    reg[6:0] addrb0_r;
    assign wea1 = readyb0 && readya1;
    reg wea1_r, wea1_rr;
    assign wea = wea1_r && wea1_rr;
    always @(posedge clk) begin
        if(!rst_n) begin
            wea1_r <= 0;
            wea1_rr <= 0;
        end
        else begin
            wea1_r <= wea1;
            wea1_rr <= wea1_r;
        end
    end
    always @(posedge clk) begin
        if(!rst_n || !readyb0) begin
            addrb0 <= 7'b0;
        end
        else if(readyb0 && readya1)begin
            addrb0 <= addrb0 + 1;
        end
    end
    always @(posedge clk) begin
        if(!rst_n) begin
            finishb0 <= 0;
        end
        else if(finishb0 == 1)
            finishb0 <= ~finishb0;
        else if(addrb0 == (DATADEPTH - 1)) begin
            finishb0 <= ~finishb0;
        end
    end
    always @(posedge clk) begin
        if(!rst_n) begin
            addra1 <= 7'b0;
            addrb0_r <= 7'b0;
        end
        else begin
            addrb0_r <= addrb0;
            addra1 <= addrb0_r;
        end
    end
    always @(posedge clk) begin
        if(!rst_n) begin
            finisha1 <= 0;
        end
        else if(finisha1 == 1)
            finisha1 <= ~finisha1;
        else if(addra1 == (DATADEPTH - 1)) begin
            finisha1 <= ~finisha1;
        end
    end
endmodule
File: ./config.mk
export PLATFORM = sky130hd
export DESIGN_NAME = DSP_module
export DESIGN_NICKNAME = DSP_module
export VERILOG_FILES = /design/flow/design.v
export SDC_FILE = /design/flow/constraint.sdc
export NUM_CORES = 4
export LEC_CHECK = 1
export CORE_AREA = 10 10 91 91
export DIE_AREA = 0 0 101 101
File: ./run.sh
#!/bin/bash
# OpenROAD 26Q1-2900-gdf79404cd8, Yosys 0.63+post, stock flow scripts
make -C /OpenROAD-flow-scripts/flow DESIGN_CONFIG=/design/flow/config.mk WORK_HOME=/design/flow/orfs finish
File: ./constraint.sdc
current_design DSP_module

set clk_period 1.4
set clk_io_pct 0.2

create_clock -name clk0 -period $clk_period [get_ports {clk}]

set non_clock_inputs [all_inputs -no_clocks]
set_input_delay [expr $clk_period * $clk_io_pct] -clock clk0 $non_clock_inputs
set_output_delay [expr $clk_period * $clk_io_pct] -clock clk0 [all_outputs]
==> flow_summary.yaml <==
# implementation run metrics
routing:
  num_antenna_cells: 0
  wire_per_inst_um: 10.20
  wl_mm: 2.274
  dr_total_vias: 774
  drt_iter0_markers: 16
  vias_per_cell: 3.471
  firstDrtPassIters: 4
  ant_nets: 0
  drc_errors: 0
clock_tree:
  cts_htree_levels: 1
  cts_buffers: 3
  clkTransAtPathRegs_ns: 0.09
  root_buffer: "clkbuf_8"
  postCtsHoldBufs: 0
  clock_latency_ns: 0.26
  cts_sinks: 25
  cts_buffer_depth: 2
  cts_tree: "done"
layout:
  fillers: 637
  final_area_um2: 1618
  final_util: 0.2548
  layout_top_cell: "buf_4"
  stdcell_count: 223
  areaGrowthSynthToFinish_pct: 77.61
  lay_top_cells: "buf_4, dfxtp_1, clkdlybuf4s50_1, and2_1"
  drive_gt1_frac: 0.3493
floorplanning:
  fp.dieH_um: 101
  fp_util: 0.1434
  pin_count: 37
  num_rows: 29
  coreArea_um2: 6350
  dieArea_um2: 10200
  die_w_um: 101
critical_path:
  critPathCaptureType: "output port"
  r2r-end: "addrb0[6]"
  rrSetupSlack_ns: 0.06
  worst-r2r-cell-count: 5
  critical_path_class: "primary input to output port"
  cp_max_fo: 3
  cp.required_ns: 1.12
  crit_path_start_kind: "primary input"
  rr_startpoint: "addrb0[0]"
  cp.arrival_ns: 1.08
sta:
  setup_viol: 0
  slew_headroom: 0.8464
  max_freq_mhz: 734.8
  slew_viol_final: 0
  tightest_slew_ns: 0.2297
  fin_crit_ns: 1.361
  fin_skew_ns: 0.005255
  hold_viol: 0
  finalClockPeriodUsage: 0.9721
flow_run:
  drv_cap: 0
  tool_warnings: 25
global_route:
  grt_pass1_vias: 751
  grt_usage: 0.04192
  globalRouteOverflowTotal: 0
  grt_pass1_wl_mm: 3.567
  antenna_found_initial: 0
  grt_max_degree: 16
power_and_ir_drop:
  p_per_area_nw_per_um2: 791.6
  ir_drop_v: 0.0006046
  p_leak_nw: 0.7323
synth:
  avgSynthCellArea_um2: 10.35
  yosys_area_um2: 910.9
  ys_types: 22
  ys_seq_frac: 0.5495
  ys_cells: 88
  edf_count: 0
  flop_cell: "dfxtp_1"
  postSynthCellCount: 88
  ys.flops: 25
  syn_area_um2: 910.9
  ys_warn_count: 2
  async_flop_share: 0
placed_design:
  port_buffers: 36
  place_congestion: 0.7863
  dp_cells: 215
  dpl.hpwl_mm: 1.839
  placed_cell_area_um2: 1476
min_path:
  whs_path_depth: 1
  worstHoldPathType: "flip-flop to flip-flop"
  min_from: "finisha1"
  hold_end: "finisha1"
status:
  outcome: "finished clean"
==> through the flow <==
stage          hold slack, ns  setup slack, ns  setup TNS (ns)  power (mW)
3_5_place_dp           0.4121          -0.7737          -4.562      0.8833
2_1_floorplan          0.3732           0.1790               0      0.7651
6_report               0.4191          0.03908               0       1.281
3_3_place_gp           0.4079          -0.7350          -4.362      0.8834
5_1_grt                0.4369         -0.02136        -0.02136       1.344
4_1_cts                0.4251         0.006186               0       1.302
==> worst max path at each step <==
stage	cells past startpoint	end	slack (ns)	from
global route	5	dataout[5]	-0.02	datain[4]
CTS	1	addrb0[0]	0.006	addrb0[0]
finish	5	dataout[4]	0.04	datain[1]
==> repair_timing <==
item	CTS	global route
endpoints found under the setup margin	16	11
pin swaps	6	2
resized	52	12
setup buffers	5	0
==> state kept, by name (all words and copies together), names as in the netlist <==
name      cells
addra1        7
addrb0        7
addrb0_r      7
finisha1      1
finishb0      1
wea1_r        1
wea1_rr       1
==> kinds of logic (layout without fill, tap and decap cells) <==
family / count (synthesis) / count (layout) / share of synthesized area
XOR/XNOR: 10 / 10 / 0.09616
AND-OR/OR-AND: 4 / 4 / 0.02198
multiplexers: 1 / 1 / 0.01099
flip-flops: 25 / 25 / 0.5495
AND/OR/NAND/NOR: 43 / 43 / 0.2774
buffers and inverters: 3 / 61 / 0.01648
adder cells (fa/ha/maj): 2 / 2 / 0.02747
==> final cells by class <==
class | count | area [um^2] | share of cell area
inverter | 1 | 3.754 | 0.002320
clock buffer | 3 | 41.29 | 0.02552
tap | 77 | 96.34 | 0.05955
sequential | 25 | 519.2 | 0.3210
timing repair buffer | 56 | 501.7 | 0.3101
multi-input combinational | 60 | 447.9 | 0.2769
clock inverter | 1 | 7.507 | 0.004640
==> synth_stat cells (2+ instances only) <==
cell,number,area share
o21ai_0,2,0.011
nor2_1,6,0.025
xor2_1,7,0.067
xnor2_1,3,0.029
and2_1,15,0.10
and3_1,2,0.014
nand2_1,4,0.016
nand3_1,5,0.027
ha_1,2,0.027
a21oi_1,2,0.011
or3_1,2,0.014
dfxtp_1,25,0.55
nand4_1,4,0.027
==> layer usage <==
metal / routed length [um] / track usage / up-vias
li1: - / - / 410
met1: 841 / 0.04409 / 350
met2: 1248 / 0.08108 / 14
met3: 183 / 0.01525 / 0
met4: 0 / 0.001072 / 0
met5: 0 / 0 / -
==> power breakdown <==
group          total [mW]  internal, mW  switching (mW)  leakage [nW]
registers           0.715         0.711         0.00316         0.207
logic               0.148        0.0946          0.0532         0.503
clock network       0.418         0.201           0.217        0.0217
total                1.28          1.01           0.273         0.732
==> critical path: stages <==
cell and delay (ns):
buf_6 0.11, ha_4 0.15, and3_4 0.19, xor2_1 0.15, clkdlybuf4s15_1 0.20
Power figures rest on the tool's default switching activity, not on a simulated workload.
