**flow/config.mk**
```make
export PLATFORM = sky130hd
export DESIGN_NAME = SPI_slave
export DESIGN_NICKNAME = SPI_slave
export VERILOG_FILES = /design/flow/design.v
export SDC_FILE = /design/flow/constraint.sdc
export NUM_CORES = 4
export LEC_CHECK = 1
export CORE_AREA = 10 10 102 102
export DIE_AREA = 0 0 112 112
```
**flow/constraint.sdc**
```tcl
current_design SPI_slave

set clk_period 3.9
set clk_io_pct 0.2

create_clock -name clk0 -period $clk_period [get_ports {clk}]

set non_clock_inputs [all_inputs -no_clocks]
set_input_delay [expr $clk_period * $clk_io_pct] -clock clk0 $non_clock_inputs
set_output_delay [expr $clk_period * $clk_io_pct] -clock clk0 [all_outputs]
```
**flow/design.v**
```verilog
`timescale 1ns / 1ps
module SPI_slave(
  input wire clk,
  input wire sck,
  input wire rst_n,
  input wire mosi,
  output wire miso,
  input wire ssel,
  output reg[7:0] receivedData = 8'b00000000,
  input wire[7:0] dataToSend,
  output reg byteReceived,
  input wire readya0,
  input wire readyb1,
  output reg[6:0] addra0,
  output reg[6:0] addrb1,
  output reg finisha0,
  output reg finishb1
  );
  reg[1:0] sckr;
  reg[2:0] bitcnt;  
  reg[7:0] dataToSendBuffer;
  wire ssel_active = ~ssel;
  reg[1:0] sselr;
  wire [6:0]addrb1next;
  assign addrb1next=((!rst_n) || (ssel))?7'd0:((sck_risingEdge && dataNeeded)?(addrb1 + 7'd1):addrb1);
  always @(posedge clk) begin
    if(~ssel_active)
      sckr <= 2'b00;
    else
      sckr <= { sckr[0], sck };
  end
  assign sck_risingEdge = (sckr == 2'b01);
  wire sck_fallingEdge = (sckr == 2'b10);
  always @(posedge clk) begin
    if(~ssel_active) begin
      bitcnt <= 3'b000;
      receivedData <= 8'h00;
    end
    else if(sck_risingEdge) begin
      bitcnt <= bitcnt + 3'b001;
      receivedData <= { receivedData[6:0], mosi };
    end
  end
  always @(posedge clk)
    byteReceived <= ssel_active && sck_risingEdge && (bitcnt == 3'b111);
  always @(posedge clk) begin
    if(~ssel_active)
      dataToSendBuffer <= 8'h00;
    else if(((bitcnt == 3'b000) && (sck_fallingEdge))|| ssel_fallingEdge) begin
      if(readyb1)
        dataToSendBuffer <= dataToSend;
      else
        dataToSendBuffer <= 8'b0;
    end
    else if(sck_fallingEdge)
      dataToSendBuffer <= { dataToSendBuffer[6:0], 1'b0};
  end
  assign dataNeeded = ssel_active && (bitcnt == 3'b000);
  assign miso = dataToSendBuffer[7];
  always @(posedge clk) begin
      if(!rst_n) begin
          sselr <= 2'b11;
      end
      else begin
          sselr <= { sselr[0], ssel};
      end
  end
  wire ssel_risingEdge = (sselr == 2'b01);
  wire ssel_fallingEdge = (sselr == 2'b10);
  always @(posedge clk) begin
      if((!rst_n) || (ssel)) begin
          addra0 <= 7'b0;
      end
      else if(byteReceived) begin
          addra0 <= addra0 + 1;
      end
  end
  always @(posedge clk) begin
      if(!rst_n) begin
          finisha0 <= 0;
      end
      else if(finisha0 == 1) begin
          finisha0 <= 0;
      end
      else if(ssel_risingEdge) begin
          finisha0 <= 1;
      end 
  end
  always @(posedge clk) begin
      addrb1<=addrb1next;
  end
  always @(posedge clk) begin
      if(!rst_n) begin
          finishb1 <= 0;
      end
      else if(finishb1 == 1)
          finishb1 <= 0;
      else if(ssel_risingEdge && readyb1) begin
          finishb1 = 1;
      end
  end
endmodule
```
**flow/run.sh**
```bash
#!/bin/bash
# OpenROAD 26Q1-2900-gdf79404cd8, Yosys 0.63+post, stock flow scripts
make -C /OpenROAD-flow-scripts/flow DESIGN_CONFIG=/design/flow/config.mk WORK_HOME=/design/flow/orfs finish
```
==> GITHUB_STEP_SUMMARY <==
### Yosys + OpenROAD results

| Metric | Value |
|---|---|
| Avg Synthesized Cell Area | 9.28 um2 |
| Worst min path class | reg2reg |
| Final RePlAce weighted congestion | 0.757 |
| Basic Gates by Area | 23.1% |
| Vias in the first global route | 1348 |
| Total GRT Usage | 5.85% |
| Antenna violations before repair | 0 |
| Worst-path clk slew | 0.07 ns |
| Row count | 33 |
| Remaining DRCs | 0 |
| Hold-fix buffers, CTS | 0 |
| CTS tree | done |
| Final worst slack | 1.80 ns |
| Dominant synthesized flop cell | dfxtp_1 |
| Setup bufs post-CTS | 0 |
| WP data required | 4.08 ns |
| DRT antenna net count | 0 |
| Mapped cell area | 1770 um2 |
| Unrepaired setup endpoints after global routing | false |
| Max cap viols | 0 |
| WL/cell | 11.5 um |
| Cells after synthesis | 191 |
| # IOs | 41 |
| RR Startpoint | bitcnt[0]$_SDFFE_PP0N_ |
| Metal1 wirelength | 1.79 mm |
| Fin crit period | 2.10 ns |
| Die Y | 112 um |
| Startpoint Class | primary input |
| Top Metal Used | met4 |
| Critical Path End Type | flop |
| Die X | 112 um |
| WL final | 3.84 mm |
| TNS Setup | 0 ns |
| Largest stage delay on the critical path | 0.64 ns |
| Fin util | 28.1% |
| Leak | 0.780 nW |
| Latency at later pin | 0.28 ns |
| Top non-seq family | simple AND/OR/NAND/NOR gates |
| Post-synth EDFFs | 0 |
| Worst-case clock buffer depth | 2 |
| Mux share | 1.13% |
| Worst slew margin | 50.6% |
| Total congestion overflow | 0 |
| Cell Type Count | 36 |
| Global-route wire length before repair | 6.31 mm |
| Core area | 8220 um2 |
| Crit path kind | in2reg |
| Adder Area Share | 3.53% |
| Floorplan utilization | 21.6% |
| Final hold vios | 0 |
| Setup Slack @ Placement | 1.45 ns |
| DRT iter0 DRCs | 24 |
| Layout Cells excl Fill | 333 |
| H-tree depth | 2 |
| YS chip area | 1770 um2 |
| Pwr Density | 343 nW/um2 |
| Post-Synth XOR/XNOR Area | 4.94% |
| Die area | 12500 um2 |
| Endpoints failing setup | 0 |
| Status | finished, final reports clean |
| Synth flops | 40 |
| I/O Buffers | 39 |
| Routed vias | 1348 |
| DR pass1 iterations | 2 |
| # Cells Yosys | 191 |
| Post-Synth AOI/OAI Area | 16.7% |
| Clock Skews | 0.00169 ns |
| Top Family by Delay on Critical Path | buffers and inverters |
| Max Freq | 476 MHz |
| Largest net degree at the start of global routing | 18 |
| Layout cell share with drive strength beyond 1 | 12.7% |
| Clk sink count | 40 |
| Synth Seq Share | 45.2% |
| CP arrival | 2.28 ns |
| Hold Path Origin | finisha0$_SDFF_PP0_ |
| Slew Viols, Final | 0 |
| Buf/Inv on CP | 1 |
| Layout area overhead | 30.3% |
| Placed cell count | 325 |
| Worst-path fanout max | 16 |
| Worst setup startpoint | ssel |
| Vias/cell | 4.05 |
| Routed length on met2 | 1.71 mm |
| Met3 routed WL | 285 um |
| Flop2flop setup slack | 2.37 ns |
| Post-synth ARST share | 0% |
| Slowest cell on the critical path | clkdlybuf4s50_1 |
| Pwr Total | 0.793 mW |
| Final worst path period share | 53.8% |
| Post_cts resized | 0 |
| Hold slack | 0.419 ns |
| Area of placed instances | 2220 um2 |
| Worst Tran Pin Value | 0.741 ns |
| YS warnings | 3 |
| TritonCTS Buffers | 5 |
| VDD IR max | 0.135 mV |
| Root Buffer | clkbuf_8 |
| Post-DP HPWL | 2.86 mm |
| CP Cell Sequence | clkdlybuf4s50_1 > nand2b_1 > a311oi_1 > a41o_1 |
| Tool warnings | 27 |
| Ant. Diodes | 0 |
| Design area | 2310 um2 |
[final cells by class]
| type | count | area, um2 |
|---|---|---|
| repair buffers | 40 | 398 |
| multi-input cells | 136 | 876 |
| inverters | 4 | 15.0 |
| clock buffers | 8 | 90.1 |
| well taps | 105 | 131 |
| fillers | 873 | 5910 |
| flip-flops and latches | 40 | 801 |
[worst register-to-register path, stage by stage (launching register included)]
cell and delay (ns):
dfxtp_1 0.37, inv_1 0.06, ha_1 0.22, nand2b_2 0.24, and2_4 0.29, a21oi_2 0.08, a211oi_2 0.20
[placed cells by master (no fill, tap or decap), types with 2 or more instances in the layout]
cell / n
nand2_1: 36
nor2b_1: 2
nor2_1: 21
a21oi_2: 7
clkdlybuf4s50_1: 39
clkbuf_1: 2
nand2b_1: 2
xnor2_1: 5
a21oi_1: 21
mux2i_1: 2
xor2_1: 5
or3_1: 2
dfxtp_1: 40
inv_1: 4
clkbuf_8: 6
o21ai_0: 3
nand4_1: 2
a211oi_2: 7
nor3b_1: 2
ha_1: 5
[registers in the layout (all words and copies together), names as in the netlist]
| signal | count |
|---|---|
| sselr | 2 |
| byteReceived | 1 |
| receivedData | 8 |
| finishb1 | 1 |
| addrb1 | 7 |
| dataToSendBuffer | 8 |
| addra0 | 7 |
| finisha0 | 1 |
| sckr | 2 |
| bitcnt | 3 |
[cell usage after synthesis, types with 2 or more instances]
| library cell | count | share of area, % |
|---|---|---|
| dfxtp_1 | 40 | 45 |
| nand2_1 | 36 | 7.6 |
| a21oi_1 | 21 | 5.9 |
| nor2_1 | 21 | 4.4 |
| a211oi_2 | 7 | 4.9 |
| a21oi_2 | 7 | 3.5 |
| ha_1 | 5 | 3.5 |
| xnor2_1 | 5 | 2.5 |
| xor2_1 | 5 | 2.5 |
| clkbuf_1 | 4 | 0.85 |
| inv_1 | 4 | 0.85 |
| o21ai_0 | 3 | 0.85 |
| buf_2 | 2 | 0.56 |
| buf_6 | 2 | 1.3 |
| buf_8 | 2 | 1.7 |
| mux2i_1 | 2 | 1.1 |
| nand2b_1 | 2 | 0.71 |
| nand4_1 | 2 | 0.71 |
| nor2b_1 | 2 | 0.71 |
| nor3b_1 | 2 | 0.85 |
| or3_1 | 2 | 0.71 |
[worst paths after layout]
| check | end | cells past startpoint |
|---|---|---|
| max | addrb1[5]$_SDFFE_PP0P_ | 4 |
| min reg2reg | finisha0$_SDFF_PP0_ | 1 |
| max reg2reg | dataToSendBuffer[5]$_SDFFE_PP0P_ | 6 |
| min | finisha0$_SDFF_PP0_ | 1 |
[report_power, final]
| part | total [mW] | leakage, nW | switching, mW | internal (mW) |
|---|---|---|---|---|
| sequential | 0.428 | 0.325 | 0.00847 | 0.420 |
| combinational | 0.0852 | 0.410 | 0.0458 | 0.0394 |
| clock | 0.280 | 0.0455 | 0.135 | 0.144 |
[routing by layer]
layer / vias to the layer above / global-route usage, %
li1: 712 / -
met5: - / 0
met3: 4 / 2.50
met4: 0 / 0.761
met1: 610 / 7.03
met2: 22 / 9.79
[logic make-up (layout without fill, tap and decap cells)]
kind of cell | after synthesis | in the layout
flops | 40 | 40
fa+ha+maj | 5 | 5
xor+xnor | 10 | 10
simple gates | 78 | 78
buf+inv | 15 | 52
mux | 2 | 2
compound gates | 41 | 41
No activity file was given, so power comes from the tool's default toggle rates.
